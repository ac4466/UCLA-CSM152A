`./design.v`:
```
`timescale 1ns / 1ps
module FPCVT(
    D,
    S, E, F
);
    input [11:0] D;
    output S;
    output [2:0] E;
    output [3:0] F;
    wire [11:0] Mag;
    wire [2:0] Exp;
    wire [3:0] Sig;
    wire       FifthBit;
TCtoSM TCtoSM_ ( 
                .D      (D),
                .S      (S),
                .Mag    (Mag));
MagtoEF MagtoEF_ ( 
                  .Mag  (Mag),
                  .Exp  (Exp),
                  .Sig  (Sig),
                  .FifthBit (FifthBit));
Rounding Rounding_ ( 
                    .Exp    (Exp), 
                    .Sig    (Sig), 
                    .FifthBit   (FifthBit),
                    .E      (E),
                    .F      (F));
endmodule
`timescale 1ns / 1ps
module MagtoEF(
	Mag,
	Exp, Sig, FifthBit
);
    input [11:0] Mag;
    output [2:0] Exp;
    output [3:0] Sig;
    output FifthBit;
	integer temp;
    reg [3:0] Sig1;
    reg FifthBit1;
    always @* begin
		if (Mag[11])
			temp = 8;
		else if (Mag[10])
			temp = 7;
		else if (Mag[9])
			temp = 6;
		else if (Mag[8])
			temp = 5;
		else if (Mag[7])
			temp = 4;
		else if (Mag[6])
			temp = 3;
		else if (Mag[5])
			temp = 2;
		else if (Mag[4])
			temp = 1;
		else
			temp = 0;
		case (temp)
           7: begin
                Sig1 = Mag[10:7];
                FifthBit1 = Mag[6]; 
           end
           6: begin
                Sig1 = Mag[9:6];
                FifthBit1 = Mag[5]; 
           end
           5: begin
                Sig1 = Mag[8:5];
                FifthBit1 = Mag[4]; 
           end
           4: begin
                Sig1 = Mag[7:4];
                FifthBit1 = Mag[3]; 
           end
           3: begin
                Sig1 = Mag[6:3];
                FifthBit1 = Mag[2]; 
           end
           2: begin
                Sig1 = Mag[5:2];
                FifthBit1 = Mag[1]; 
           end
           1: begin
                Sig1 = Mag[4:1];
                FifthBit1 = Mag[0]; 
           end
           default: begin
                Sig1 = Mag[3:0];
                FifthBit1 = 0; 
           end
		endcase
        if (temp == 8)
            begin
            temp = 7;
            Sig1 = 4'hF;
            FifthBit1 = 0;
            end
    end
	assign Sig = Sig1;
	assign Exp = temp;
	assign FifthBit = FifthBit1;
endmodule
`timescale 1ns / 1ps
module Rounding(
	Exp, Sig, FifthBit,
	E, F
);
    input [2:0] Exp;
    input [3:0] Sig;
    input FifthBit;
    output [2:0] E;
    output [3:0] F;
	reg [4:0] sum;
    reg [2:0] E1;
	always @* begin
        if (Sig == 4'hF && Exp == 3'b111 && FifthBit == 1)
            begin
                sum = 5'b01111;
                E1 = 3'b111;
            end
        else
            begin
            sum = FifthBit ? Sig + 1 : Sig;
            if (sum[4])
                begin
                    sum = sum >> 1;
                    E1 = Exp + 1;
                end
            else
                E1 = Exp;	
            end
	end
	assign F = sum[3:0];
    assign E = E1;
endmodule
`timescale 1ns / 1ps
module TCtoSM(
    D,
    S, Mag
);    
    input [11:0] D;
    output S;
    output [11:0] Mag;
    reg [11:0] Mag1;
    always @* begin
    if (D[11])
            Mag1 = ~D + 12'b1;
    else
            Mag1 = D;
    end
    assign S = D[11];
    assign Mag = Mag1;
endmodule
```
`./run.sh`:
```
#!/bin/bash
# OpenROAD 26Q1-2900-gdf79404cd8, Yosys 0.63+post, stock flow scripts
make -C /OpenROAD-flow-scripts/flow DESIGN_CONFIG=/design/flow/config.mk WORK_HOME=/design/flow/orfs finish
```
`./config.mk`:
```
export PLATFORM = sky130hd
export DESIGN_NAME = FPCVT
export DESIGN_NICKNAME = FPCVT
export VERILOG_FILES = /design/flow/design.v
export SDC_FILE = /design/flow/constraint.sdc
export NUM_CORES = 4
export LEC_CHECK = 1
export CORE_AREA = 10 10 72 72
export DIE_AREA = 0 0 82 82
```
`./constraint.sdc`:
```
current_design FPCVT

set clk_period 7.9
set clk_io_pct 0.2

create_clock -name clk0 -period $clk_period

set non_clock_inputs [all_inputs -no_clocks]
set_input_delay [expr $clk_period * $clk_io_pct] -clock clk0 $non_clock_inputs
set_output_delay [expr $clk_period * $clk_io_pct] -clock clk0 [all_outputs]
```
==> metrics.cfg <==
[final_layout]
seq_cells = 0
nClkBuffers = 0
regArea_um2 = 0
area_growth_pct = 19.7
drive_gt1_frac = 0.142

[routing]
drt-vias-per-instance = 5.71
num_vias = 1278
drt_pass1_iterations = 4
wirelength_um = 3120
wl_per_cell_um = 13.9
antenna_cells = 0
ant_nets = 0
drc = 0
drtIter0Drc = 54

[logic_synthesis]
xor_area_frac = 0.0747
yosys_area_um2 = 1160
most_common_cell = nor2_1
netlist_area_um2 = 1160
synth_area_leader_cell = mux2i_1
ys_sh_simple = 0.368
postSynthSeqShare = 0
mux_share = 0.105
synthTopLogicFamily = simple AND/OR/NAND/NOR gates
synth_cell_types = 61
netlist_instances = 164
ys_warn_count = 3
top_area_frac = 0.0693
ys_cells = 164
synth_adder_area_share = 0.0433
common_cells = 15 x nor2_1, 11 x nand2_1, 10 x a21oi_1
syn_area_per_cell_um2 = 7.05
ys_sh_aoi = 0.335
top_cells_by_area = mux2i_1 6.9%, nor2_1 4.9%, a21oi_1 4.3%, ha_1 4.3%, o21ai_0 3.9%

[timing]
hold_viol = 0
period_needed_ns = 7.54
finalClockPeriodUsage = 0.954
holdWs_ns = 4.60
rsz0062_at_grt = false
fmax_mhz = 133
finalSetupTns_ns = 0
fin_ws_ns = 0.363
setup_viol_count_final = 0
relSlewSlack = 0.442
drv_slew = 0
worst_slew_pin_slew_ns = 0.834

[power_and_ir_drop]
power.density_nw_per_um2 = 90.0
seqPwrFrac = 0
intPower_w = 0.0000620
leakage_nw = 0.498
power.switching_w = 0.0000626
switching_share = 0.503
combPwrFrac = 1.000
clockPowerShare = 0
irDropWorstVdd_mv = 0.0251

[critical_path]
crit_chain = clkdlybuf4s50_1, inv_1, ha_1, or3b_2, o41ai_2, xnor2_1, and2b_1, a21oi_4, mux2_2, a211oi_2, inv_1, ha_1, o21ai_2, nor2_4, mux2_4, clkdlybuf4s50_1
cp.arrival_ns = 5.96
crit_buf_inv = 4
crit_path_start_kind = input port
cp_top_family = buffers and inverters
critPathCaptureType = output port
critPathKind = in -> out
cp.required_ns = 6.32
slowest_stage = or3b_2
slowest_delay_ns = 0.54
cp_max_fo = 9

[global_routing]
grt.overflow.total = 0
grtUsageTotal = 0.0922
grt_pass1_wl_um = 5270
grt_max_degree = 24
antenna_found_initial = 0
grt_pass1_vias = 1123

[floorplan]
dieWidth_um = 82
fp_util = 0.313
fp.coreArea_um2 = 3690
dieHeight_um = 82
rows = 22
chipArea_um2 = 6720
ios = 20

[place]
portBuffers = 20
pre_cts_slack_ns = 0.380
dp_hpwl_um = 2570
gp_congestion = 0.917

[cts]
cts_resized = 0
cts_hold_buffers = 0
postCtsSetupRepairBufs = 0

[job]
maxCapViolCount = 0
warnings = 32

[status]
status = completed

[hold_path]
hold_class = in -> out

## layout make-up
class,instances,area (um2)
timing repair buffer,23,223
inverter,8,30.0
fill,388,2300
tap,48,60.1
multi-input combinational,145,1070
## kinds of logic after synthesis
kind of cell,after synthesis
adders and majority gates,4
buffers and inverters,19
muxes,11
xor gates and xnor gates,9
and+or+nand+nor,73
AOI/OAI and AO/OA,48
## worst paths after layout
check	from	to	slack (ns)	depth (start not counted)
max	D[0]	E[1]	0.36	16
min	D[11]	S	4.60	2
## per-layer routing
| metal | up-vias | global-route usage | part of all wire |
|---|---|---|---|
| met5 | - | 0 | 0 |
| met4 | 0 | 0.00510 | 0.0061 |
| met3 | 2 | 0.0165 | 0.085 |
| met2 | 44 | 0.150 | 0.44 |
| met1 | 578 | 0.129 | 0.47 |
| li1 | 654 | - | - |
## through the flow
| stage | std cells | util | power [W] | area [um2] |
|---|---|---|---|---|
| 6_report | 224 | 0.375 | 0.000125 | 1380 |
| 5_1_grt | 224 | 0.375 | 0.000139 | 1380 |
| 4_1_cts | 224 | 0.375 | 0.000126 | 1380 |
| 3_5_place_dp | 224 | 0.375 | 0.000125 | 1380 |
| 3_3_place_gp | 224 | 0.375 | 0.000126 | 1380 |
| 2_1_floorplan | 164 | - | 0.0000830 | 1160 |
## power groups by stage
stage	Sequential (W)	Clock [W]	Combinational (W)
CTS	0	0	0.000126
global route	0	0	0.000139
finish	0	0	0.000125
## placed cells by master, fill, tap and decap left out, types with 2 or more instances in the layout
master | synthesis | final
or4_1 | 2 | 2
o31ai_1 | 2 | 2
nor3_1 | 8 | 8
nand3_1 | 5 | 5
nor2b_1 | 3 | 3
mux2_4 | 2 | 2
nor3b_1 | 2 | 2
a21oi_1 | 10 | 10
or2_2 | 3 | 3
a31oi_1 | 3 | 3
o211ai_1 | 2 | 2
nand2_1 | 11 | 11
xnor2_1 | 4 | 4
mux2i_1 | 8 | 8
inv_1 | 8 | 8
o22ai_1 | 2 | 2
clkdlybuf4s50_1 | 0 | 20
nor2_1 | 15 | 15
xor2_1 | 4 | 4
ha_1 | 4 | 4
buf_4 | 1 | 3
nand4_1 | 4 | 4
and4_1 | 2 | 2
o2111ai_1 | 2 | 2
nand2b_1 | 2 | 2
o21ai_0 | 9 | 9
or3_1 | 4 | 4
and3_1 | 2 | 2
No activity file was given, so power comes from the tool's default toggle rates.
